==> flow/design.v <==
`timescale 1ns / 1ps
module prob2_parta_(clk,enable,load,up,clr,D,Q,Co);
    input [3:0] D; 
    input clk,enable,load,up,clr;
    output reg [3:0] Q;
    output Co;
    initial begin
        Q <= 0;
    end 
    always @(posedge clk) begin
        if(clr == 0)
            Q<=4'b0000; 
        else begin
            if(load == enable == 1)
                Q <= D; 
            else if (load == 0 && (enable == 1)&&(up == 1)) begin
                if(Q == 4'b1001)
                    Q<=0;
                else
                    Q <= Q+1;
            end 
            else if(load == 0 && (enable == 1)&&(up == 0)) begin
                if(Q == 4'b0000)
                    Q<=4'b1001;
                else
                    Q <= Q-1;
            end
        end
   end
   assign Co = ((enable == 1) && ((up == 1 && (Q == 4'b1001)) || 
               (up == 0 && (Q == 4'b0000))));
endmodule
`timescale 1ns / 1ps
module prob3_divider_module(clk100Mhz, slowClk);
  input clk100Mhz;  
  output slowClk;   
  reg[27:0] counter;
  assign slowClk= counter[27];   
  initial begin
    counter = 0;
  end
  always @ (posedge clk100Mhz)
  begin
    counter <= counter + 1;      
  end
endmodule
`timescale 1ns / 1ps
module prob3_top_module(led, btnU, clk, sw);
    output[4:0] led;
    input [6:0] sw;
    input btnU;
    input clk; 
    wire slowClk;
    prob2_parta_ uut(
        .load(btnU),
        .D(sw[3:0]),
        .enable(sw[4]),
        .up(sw[5]),
        .clk(slowClk),
        .Q(led[3:0]),
        .Co(led[4]),     
        .clr(sw[6])  
    );
    prob3_divider_module uut2(
        .clk100Mhz(clk),
        .slowClk(slowClk)
    );
endmodule
==> flow/run.sh <==
#!/bin/bash
# OpenROAD 26Q1-2900-gdf79404cd8, Yosys 0.63+post, stock flow scripts
make -C /OpenROAD-flow-scripts/flow DESIGN_CONFIG=/design/flow/config.mk WORK_HOME=/design/flow/orfs finish
==> flow/config.mk <==
export PLATFORM = sky130hd
export DESIGN_NAME = prob3_top_module
export DESIGN_NICKNAME = prob3_top_module
export VERILOG_FILES = /design/flow/design.v
export SDC_FILE = /design/flow/constraint.sdc
export NUM_CORES = 4
export LEC_CHECK = 1
export CORE_UTILIZATION = 30
==> flow/constraint.sdc <==
current_design prob3_top_module

set clk_period 4.7
set clk_io_pct 0.2

create_clock -name clk0 -period $clk_period [get_ports {clk}]

set non_clock_inputs [all_inputs -no_clocks]
set_input_delay [expr $clk_period * $clk_io_pct] -clock clk0 $non_clock_inputs
set_output_delay [expr $clk_period * $clk_io_pct] -clock clk0 [all_outputs]
==> results.py <==
# Generated from Yosys and OpenROAD reports
metrics = {
    "synth": {
        "syn-instance-count": 165,
        "ys_ff": 32,
        "synthArstFlopShare": 0,
        "synthesis.area_mm2": 0.00150,
        "ys_seq_share": 0.428,
        "edf_count": 0,
        "avgSynthCellArea_um2": 9.06,
        "ff_type": "dfxtp_1",
        "synth.distinct_cells": 37,
        "ys_area_mm2": 0.00150,
        "synth_stat.cells": 165,
        "yosysWarnings": 2,
    },
    "die": {
        "pin_count": 14,
        "fp.dieH_um": 72.6,
        "die_w_um": 72.6,
        "core.rowCount": 25,
        "core_mm2": 0.00475,
        "fp-utilization": 0.314,
        "dieArea_mm2": 0.00527,
    },
    "clock_tree": {
        "cts_max_path_buffers": 2,
        "clockRootBuffer": "clkbuf_8",
        "cts_buffers": 3,
        "clk-insertion-delay-late_ps": 260,
        "ctsResizeCount": 0,
        "clk_pin_slew_worst_paths_ps": 90,
        "ctsHoldBuffers": 0,
        "cts_tree": "built",
        "h-tree-depth": 1,
        "cts_setup_buffers": 0,
    },
    "final_timing": {
        "final_hold_viol_count": 0,
        "setup_viol": 0,
        "tns_ps": 0,
        "unclocked_regs": 4,
        "slew_viol_final": 0,
        "untimed_endpoints": 8,
        "fin_crit_sh": 0.697,
        "fin_crit_ps": 3280,
        "rsz0062_at_grt": "no",
        "timing.final.ws_setup_ps": 1420,
        "fin_worst_skew_ps": 3.16,
        "fmax_ghz": 0.305,
        "max_slew_margin": 0.702,
        "tightest_slew_ps": 446,
    },
    "critical_path": {
        "worstReg2RegStart": "uut2.counter[2]",
        "path_class": "in -> out",
        "cp.required_ps": 3760,
        "cp_data_arrival_time_ps": 2340,
        "slowest_stage": "clkdlybuf4s50_1",
        "crit_path_frequent_cell": "clkdlybuf4s50_1",
        "critPathTopFamily": "buffers and inverters",
        "endpoint_kind": "output pin",
        "max_stage_delay_ps": 470,
        "cp_cell_sequence": "clkdlybuf4s50_1 -> or3_1 -> a21oi_1 -> clkdlybuf4s50_1",
        "startpoint_type": "input port",
        "worstPathMaxFanout": 5,
        "critical_path_buf_inv_count": 2,
        "critPathLaunch": "sw[5]",
    },
    "pwr": {
        "power_leakage_nw": 0.660,
        "switching_power_w": 0.0000764,
        "swShare": 0.199,
        "ir_drop_v": 0.000157,
        "combPwrFrac": 0.060,
        "clkPwrFrac": 0.322,
        "cellPowerDensity_mw_per_mm2": 225,
        "power.internal_w": 0.000307,
        "pwr-share-seq": 0.618,
    },
    "run_status": {
        "outcome": "complete, no violations",
    },
    "flow_run": {
        "warnings": 26,
        "maxCapViolCount": 0,
    },
    "drt": {
        "ant_nets": 0,
        "wl_per_cell_um": 10.2,
        "dr.pass1.iters": 4,
        "drc": 0,
        "antenna_cells": 0,
        "vias": 1098,
        "vias_per_cell": 4.58,
        "dr.first_iter.drc_count": 36,
        "wirelength_um": 2440,
    },
    "finish": {
        "area_growth_pct": 14.1,
        "drive_gt1_frac": 0.0289,
        "layout_top_cell": "dfxtp_1",
        "n_fill_cell": 489,
        "lay_top_cells": "32 x dfxtp_1, 14 x xor2_1, 14 x nand3_1, 13 x xnor2_1, 13 x clkdlybuf4s50_1",
        "fin_cells": 240,
        "postLayoutCoreUtil": 0.359,
    },
    "global_route": {
        "grt_pass1_vias": 979,
        "grt_overflow": 0,
        "antenna_found_initial": 0,
        "grt_pass1_wl_um": 4170,
        "grt_max_degree": 16,
        "global_route.usage.total": 0.0967,
    },
    "place": {
        "gp_congestion": 0.725,
        "port_buffers": 13,
        "dp_cells": 237,
        "pre_cts_ws_ps": 1430,
        "dp_hpwl_um": 1760,
    },
    "min_path": {
        "hold_path.class": "reg -> reg",
        "min_from": "uut2.counter[21]",
    },
}
## cells in the mapped netlist, drive strengths merged, types with 3 or more instances
library cell | count | area (um2)
xnor2 | 13 | 114
buf | 6 | 36.3
nand3 | 14 | 70.1
xor2 | 14 | 123
and3 | 5 | 31.3
ha | 3 | 37.5
dfxtp | 32 | 641
nand4 | 5 | 37.5
nor2 | 9 | 33.8
nor3 | 11 | 55.1
and4 | 5 | 43.8
a31oi | 3 | 18.8
inv | 5 | 18.8
and2 | 4 | 25.0
nand2 | 13 | 51.3
## power groups by stage
| stage | clock network, W | registers (W) | logic, W |
|---|---|---|---|
| final | 0.000123 | 0.000237 | 0.0000229 |
| after global routing | 0.000139 | 0.000237 | 0.0000253 |
| after CTS | 0.000131 | 0.000237 | 0.0000231 |
## logic make-up after synthesis
kind of cell / count (synthesis) / share of synthesized area
xor+xnor: 27 / 0.158
compound gates: 16 / 0.0745
fa+ha+maj: 3 / 0.0251
simple gates: 73 / 0.265
flops: 32 / 0.428
buf+inv: 13 / 0.0418
mux: 1 / 0.00669
## path summary, 6_finish.rpt
check	end	slack, ps	depth (start not counted)
max	led[4]	1420	4
min	uut2.counter[21]	450	1
max reg2reg	uut2.counter[17]	3220	4
min reg2reg	uut2.counter[21]	450	1
## registers in the layout, indices dropped and copies added, names as in the netlist
register	cells
uut.Q	4
uut2.counter	28
## routing by layer
layer / wire [um] / up-vias / part of all wire / GRT usage
met3: 76 / 0 / 0.031 / 0.0126
met4: 0 / 0 / 0 / 0.00871
met1: 1350 / 493 / 0.55 / 0.155
li1: - / 595 / - / -
met2: 1010 / 10 / 0.42 / 0.148
met5: 0 / - / 0 / 0
## stage by stage
stage,hold slack (ps),cell area (um2),power [W]
2_1_floorplan,405,1500,0.000256
3_3_place_gp,441,1670,0.000266
3_5_place_dp,440,1670,0.000266
4_1_cts,459,1710,0.000391
5_1_grt,481,1710,0.000401
6_report,454,1710,0.000384
## final cells by class
cell class                      count  area, um2  share of cell area
Multi-Input combinational cell    120        792               0.464
Sequential cell                    32        641               0.375
Timing Repair Buffer               13        130              0.0762
Tap cell                           67       83.8              0.0491
Clock buffer                        3       41.3              0.0242
Inverter                            5       18.8              0.0110
Power is estimated from default activity; no workload was simulated.
