==> flow/config.mk <==
export PLATFORM = sky130hd
export DESIGN_NAME = prob2_parta
export DESIGN_NICKNAME = prob2_parta
export VERILOG_FILES = /design/flow/design.v
export SDC_FILE = /design/flow/constraint.sdc
export NUM_CORES = 4
export LEC_CHECK = 1
export CORE_AREA = 10 10 70 70
export DIE_AREA = 0 0 80 80
==> flow/constraint.sdc <==
current_design prob2_parta

set clk_period 2.6
set clk_io_pct 0.2

create_clock -name clk0 -period $clk_period [get_ports {clk}]

set non_clock_inputs [all_inputs -no_clocks]
set_input_delay [expr $clk_period * $clk_io_pct] -clock clk0 $non_clock_inputs
set_output_delay [expr $clk_period * $clk_io_pct] -clock clk0 [all_outputs]
==> flow/design.v <==
`timescale 1ns / 1ps
module prob2_parta(clk,enable,load,up,clr,D,Q,Co);
    input [3:0] D; 
    input clk,enable,load,up,clr;
    output reg [3:0] Q;
    output Co;
    initial begin
        Q <= 0;
    end 
    always @(posedge clk) begin
        if(clr == 0)
            Q<=4'b0000; 
        else if(clk == 1) begin
            if(load == enable == 1)
                Q <= D; 
            else if (load == 0 && enable == up == 1) begin
                if(Q <= 4'b1001)
                    Q<=0;
                else
                    Q <= Q+1;
            end 
            else if(load == 0 && enable == up == 0) begin
                if(Q <= 4'b0000)
                    Q<=4'b1001;
                else
                    Q <= Q-1;
            end
        end
   end
   assign Co = ((enable == 1) && ((up == 1 && (Q == 4'b1001)) || 
               (up == 0 && (Q == 4'b0000))));
endmodule
==> flow/run.sh <==
#!/bin/bash
# OpenROAD 26Q1-2900-gdf79404cd8, Yosys 0.63+post, stock flow scripts
make -C /OpenROAD-flow-scripts/flow DESIGN_CONFIG=/design/flow/config.mk WORK_HOME=/design/flow/orfs finish
==> run_results.csv <==
group,metric,value,unit
final_layout,syn2layout_area_growth,69.4,%
route,wl,1530,µm
placement,portBuffers,13,
grt,track_usage,4.55,%
timing,worstMarginPinSlew,0.602,ns
route,post_drt_via_cell_ratio,4.39,
timing,slew_headroom,58.8,%
placement,hpwlAfterDp,1040,µm
floorplanning,dieWidth,80,µm
cts,cts_hold_buf,0,
floorplanning,ios,14,
final_layout,largest-register,"Q",
final_layout,stdcell_count,134,
floorplanning,die_area,6400,µm²
placement,dp_slack,0.169,ns
synth,yosysSeqAreaShare,17.3,%
synth,edf_count,0,
timing,fin_crit,2.49,ns
setup_path,r2r_slack,0.75,ns
setup_path,cp.arrival,1.97,ns
pwr,switchingPower,0.000346,W
final_layout,combGateArea,360,µm²
setup_path,crit_type,"flop to primary output",
synth,syn-instance-count,57,
cts,clk-insertion-delay-late,0.34,ns
setup_path,critPathCaptureType,"primary output",
grt,antenna_found_initial,0,
route,wl_per_cell,11.4,µm
pwr,peakVddDrop,0.000321,V
cts,clkTransAtPathRegs,0.04,ns
timing,timing.final.ws_setup,0.115,ns
timing,tns,0,ns
timing,timing_hold_violations_final,0,
pwr,seq_power_share,18.2,%
route,dr.pass1.iters,4,
pwr,p_comb_share,33.6,%
setup_path,worstPathRequired,2.08,ns
pwr,p_clk_share,48.2,%
placement,dp_cells,115,
final_layout,stdcell_area,782,µm²
timing,max_freq,402,MHz
final_layout,reg_top3,"Q: 4 flops",
timing,finalMaxSlewViolations,0,
cts,cts_resized,0,
floorplanning,core_area,3420,µm²
route,drc,0,
run,tool_warnings,39,
cts,post_cts_buffers,0,
synth,synth.distinct_cells,34,
pwr,sw_frac_of_total,37.2,%
timing,setup-violations-final,0,
route,antenna_cells,0,
pwr,leakage,0.302,nW
synth,synth_async_sr_flop_share,0,%
route,num_vias,588,
timing,skew,0.00170,ns
status,status,"complete, no violations",
floorplanning,row_count,21,
final_layout,n_fill_cell,376,
synth,yosysWarnings,1,
route,ant_nets,0,
timing,rsz0062_at_grt,"false",
cts,cts_tree,"built",
timing,period_used_share,95.6,%
setup_path,path_max_fanout,9,
grt,grt_pass1_wl,2260,µm
setup_path,start_kind,"flop",
pwr,p_int,0.000585,W
final_layout,seq_area,80.1,µm²
synth,ys_cells,57,
floorplanning,fp_util,13.5,%
run,maxCapViolations,0,
grt,grt_pass1_vias,607,
synth,ys.flops,4,
final_layout,largest_reg_flops,4,
final_layout,final_layout_size_suffix_gt1_share,27.3,%
synth,yosys_area,462,µm²
pwr,power-per-cell-area,1190,nW/µm²
synth,synth.avg_cell_area,8.10,µm²
placement,place_congestion,0.770,
placement,dpl-instance-area,638,µm²
worst_hold_path,min_path_type,"flop to flop",
grt,overflow,0,
synth,flop_cell,"dfxtp_1",
route,drt_iter0_markers,27,
synth,synth_area,462,µm²
floorplanning,die_h,80,µm
grt,grt_max_degree,13,
cell families (layout without fill, tap and decap cells):
group | Yosys count | in the layout | share of synthesized area (%)
XOR/XNOR | 3 | 3 | 7.32
buffers and inverters | 6 | 37 | 7.32
flip-flops | 4 | 4 | 17.3
AND-OR/OR-AND | 19 | 19 | 29.8
AND/OR/NAND/NOR | 21 | 21 | 27.4
adder cells (fa/ha/maj) | 4 | 4 | 10.8
per-layer routing:
layer | share of wire [%] | wire [µm] | GRT usage, % | vias to the layer above
met3 | 16 | 246 | 6.02 | 2
li1 | - | - | - | 273
met4 | 0.33 | 5 | 2.82 | 0
met5 | 0 | 0 | 0 | -
met2 | 37 | 561 | 3.53 | 42
met1 | 47 | 722 | 5.54 | 271
layout by cell type (no fill, tap or decap), types with 2 or more instances in the layout:
cell | Yosys | final
clkbuf_1 | 0 | 3
o21ai_0 | 2 | 2
nand3_1 | 6 | 6
nand2b_1 | 3 | 3
ha_1 | 4 | 3
nor2_1 | 3 | 3
dfxtp_1 | 4 | 4
a2111oi_0 | 2 | 2
clkdlybuf4s50_1 | 0 | 13
a311oi_1 | 2 | 2
inv_1 | 4 | 4
clkbuf_4 | 0 | 16
o21ai_1 | 3 | 3
critical path, stage by stage, from the launching register on:
cell and delay (ns):
dfxtp_1 0.39, inv_1 0.14, ha_4 0.17, nor3b_1 0.19
a31oi_1 0.07, nor3_1 0.17, clkdlybuf4s50_1 0.50
final cells by class:
type | instances | area share, %
sequential | 4 | 10.2
timing repair buffer | 14 | 17.6
clock buffer | 19 | 16.8
multi-input combinational | 47 | 46.1
tap | 46 | 7.36
inverter | 4 | 1.92
worst paths after layout:
path         start  endpoint  cells past startpoint
max           Q[0]        Co                      6
min           Q[1]      Q[1]                      2
max reg2reg   Q[0]      Q[3]                      5
min reg2reg   Q[1]      Q[1]                      2
synthesized netlist by cell type, drive strengths merged, types with 2 or more instances:
| master | count | share of area [%] |
|---|---|---|
| buf | 2 | 4.1 |
| xor2 | 2 | 5.4 |
| a311oi | 2 | 3.8 |
| ha | 4 | 11 |
| inv | 4 | 3.3 |
| a2111oi | 2 | 3.8 |
| o21ai | 5 | 5.4 |
| a21oi | 2 | 3.0 |
| dfxtp | 4 | 17 |
| nor3b | 2 | 4.3 |
| nand2b | 3 | 4.1 |
| nand3 | 6 | 6.5 |
| nor2 | 4 | 3.8 |
power by group through the flow:
stage                 combinational [W]  clock [W]  sequential, W
after CTS                      0.000290   0.000464       0.000165
after global routing           0.000350   0.000494       0.000172
final                          0.000313   0.000449       0.000170
through the flow:
step	util (%)	power [W]	hold slack, ns
floorplan	-	0.000418	0.347
global placement	18.7	0.000525	0.347
detailed placement	18.7	0.000530	0.347
CTS	22.5	0.000919	0.569
global route	22.9	0.00102	0.609
finish	22.9	0.000932	0.572
Power and IR drop assume default switching activity.
