`flow/run.sh`:
```
#!/bin/bash
# OpenROAD 26Q1-2900-gdf79404cd8, Yosys 0.63+post, stock flow scripts
make -C /OpenROAD-flow-scripts/flow DESIGN_CONFIG=/design/flow/config.mk WORK_HOME=/design/flow/orfs finish
```
`flow/config.mk`:
```
export PLATFORM = sky130hd
export DESIGN_NAME = prob2_partb
export DESIGN_NICKNAME = prob2_partb
export VERILOG_FILES = /design/flow/design.v
export SDC_FILE = /design/flow/constraint.sdc
export NUM_CORES = 4
export LEC_CHECK = 1
export CORE_AREA = 10 10 70 70
export DIE_AREA = 0 0 80 80
```
`flow/constraint.sdc`:
```
current_design prob2_partb

set clk_period 1.6
set clk_io_pct 0.2

create_clock -name clk0 -period $clk_period [get_ports {clk}]

set non_clock_inputs [all_inputs -no_clocks]
set_input_delay [expr $clk_period * $clk_io_pct] -clock clk0 $non_clock_inputs
set_output_delay [expr $clk_period * $clk_io_pct] -clock clk0 [all_outputs]
```
`flow/design.v`:
```
`timescale 1ns / 1ps
module prob2_parta_(clk,enable,load,up,clr,D,Q,Co);
    input [3:0] D; 
    input clk,enable,load,up,clr;
    output reg [3:0] Q;
    output Co;
    initial begin
        Q <= 0;
    end 
    always @(posedge clk) begin
        if(clr == 0)
            Q<=4'b0000; 
        else begin
            if(load == enable == 1)
                Q <= D; 
            else if (load == 0 && (enable == 1)&&(up == 1)) begin
                if(Q == 4'b1001)
                    Q<=0;
                else
                    Q <= Q+1;
            end 
            else if(load == 0 && (enable == 1)&&(up == 0)) begin
                if(Q == 4'b0000)
                    Q<=4'b1001;
                else
                    Q <= Q-1;
            end
        end
   end
   assign Co = ((enable == 1) && ((up == 1 && (Q == 4'b1001)) || 
               (up == 0 && (Q == 4'b0000))));
endmodule
`timescale 1ns / 1ps
module prob2_partb(clk,enable,load,up,clr,D1,D2,Q1,Q2,Co,counter);
    input[3:0] D1;
    input[3:0] D2;
    input clk,enable,load,up,clr;
    output [7:0] counter;
    output Co;
    output wire[3:0] Q1,Q2;
    wire C1,C2;
    prob2_parta_ first(clk,enable,load,up,clr,D1,Q1,C1);
    prob2_parta_ second(clk,enable,load,up,clr,D2,Q2,C2);
    assign counter = {Q2, Q1};
    assign Co = C2;
endmodule
```
==> flow_summary.toml <==
# physical design summary
[setup_path]
start_kind = "register"
worstPathCellList = "or3_4 -> a2111oi_4 -> buf_2"
crit_family = "simple AND/OR/NAND/NOR gates"
r2r_start = "second.Q[0]"
crit_type = "reg -> out"
end_kind = "output pin"
path_max_fanout = 2
worstSetupStartpoint = "second.Q[3]"
r2r_slack_ns = 0.14
critical_path_required_ns = 1.28
critPathBufInv = 1
arrival_ns = 1.39
cpMaxStageDelayCell = "or3_4"
critPathMaxStageDelay_ns = 0.39

[synth]
netlist_instances = 100
synth_cell_type_count = 42
ys_chip_area_sq_um = 777
postSynthSeqShare_pct = 20.6
ys.flops = 8
syn_area_per_cell_sq_um = 7.77
synth_async_sr_flop_share_pct = 0
yosys_warnings = 1
syn-cell-area_sq_um = 777
flop_cell = "dfxtp_1"
ys_cells = 100
synth-edff-count = 0

[status]
status = "finished, violations left"
violations = "negative setup slack"

[routing]
drc = 0
routed_wirelength_mm = 2.50
antenna_left = 0
wl_per_cell_microns = 13.4
via_per_inst = 4.88
drtPass1Iterations = 4
first_iter_violations = 60
diodes = 0
vias = 913

[timing]
rsz0062_at_grt = "true"
setup_violations = 1
finalCritPeriodShare_pct = 107
slew_headroom_pct = 77.7
fin_crit_ns = 1.71
hold_viol_final = 0
max_freq_mhz = 586
finalMaxSlewViolations = 0
fin_skew_ns = 0.00504
worst_pin_slew_ns = 0.333
fin_ws_ns = -0.107

[placement]
place_area_sq_um = 1140
dpl_worst_slack_ns = -0.667
dp_hpwl_mm = 1.79
dpl.cell_count = 175
portBuffers = 29
gp_congestion = 0.851

[layout]
drive_gt1_share_pct = 31.2
mi_logic_area_sq_um = 544
final_cell_area_sq_um = 1320
postLayoutCoreUtil_pct = 38.5
fin_cells = 187
n_fill_cell = 358
layout-area-overhead-vs-synth_pct = 69.2
regArea_sq_um = 173

[floorplan]
core-area_sq_um = 3420
die_area_sq_um = 6400
die_h_microns = 80
row_count = 21
io_pins = 30
die_x_microns = 80
fp_util_pct = 22.7

[flow_run]
drv_cap = 0
warnings = 29

[cts]
root_buffer = "clkbuf_4"
clock_latency_ns = 0.26
clk_pin_slew_ns = 0.05
clock-sinks = 8
cts_tree = "built"
htreeDepth = 1
cts_made_buffers = 3
clockBufferDepth = 2

[global_route]
grtUsageTotal_pct = 7.55
grt_pass1_wl_mm = 4.08
grt_max_degree = 14
antenna_found_initial = 0
overflow = 0
grt_pass1_vias = 858

[pwr]
powerDensity_nw_per_um2 = 645
leakage_nw = 0.532
ir_drop_mv = 0.336
p_total_uw = 848

[worst_hold_path]
hold_class = "reg -> reg"
hold_start = "first.Q[0]"
-- cells in the final DEF (no fill, tap or decap), types with 2 or more instances in the layout --
cell type	instances
o21ai_0	6
and3_1	4
buf_6	6
a2111oi_4	2
nor2_1	3
a31oi_1	4
dlygate4sd2_1	3
a21oi_1	8
ha_4	2
inv_1	3
nand2b_1	3
a2111oi_1	2
o221ai_1	2
nand2_1	5
xnor2_1	2
o211a_1	2
clkdlybuf4s50_1	25
buf_4	20
o211ai_1	3
dfxtp_2	7
clkbuf_4	3
and2_1	2
-- routing by layer --
layer	vias to the layer above	track usage, %	share of wire, %
met3	4	2.84	11
met1	415	9.79	44
met5	-	0	0
met4	0	0.704	0.56
met2	41	12.0	45
li1	453	-	-
-- final timing paths --
kind | end | cells past startpoint
worst min-delay path | first.Q[0] | 1
worst max-delay path | Co | 3
worst min register to register | first.Q[0] | 1
worst max register to register | second.Q[3] | 6
-- sequential cells by signal, indices dropped and copies added, names as in the netlist --
signal / count
first.Q: 4
second.Q: 4
-- area by class of cell --
class,count,area share [%]
Tap cell,46,4.38
Sequential cell,8,13.1
Timing Repair Buffer,55,38.0
Inverter,5,1.43
Clock buffer,3,1.71
Multi-Input combinational cell,70,41.4
-- per-stage QoR --
| stage | hold WS, ns | TNS, ns |
|---|---|---|
| 3_5_place_dp | 0.676 | -3.85 |
| 3_3_place_gp | 0.673 | -3.65 |
| 2_1_floorplan | 0.516 | 0 |
| 6_report | 0.585 | -0.107 |
| 5_1_grt | 0.634 | -0.185 |
| 4_1_cts | 0.629 | -0.128 |
-- worst reg2reg max path, stage by stage (launching register included) --
cell and delay [ns]:
dfxtp_2 0.33, buf_6 0.12, buf_4 0.16, a2111oi_4 0.36
a31oi_1 0.08, o31a_1 0.24, a21oi_1 0.11
-- kinds of logic after synthesis --
| family | after synthesis | share of synthesized area, % |
|---|---|---|
| AND-OR/OR-AND | 38 | 36.1 |
| AND/OR/NAND/NOR | 27 | 19.8 |
| buffers and inverters | 22 | 16.7 |
| flip-flops | 8 | 20.6 |
| XOR/XNOR | 2 | 2.25 |
| adder cells (fa/ha/maj) | 2 | 3.22 |
| multiplexers | 1 | 1.29 |
-- power by group --
group	total (mW)	switching (mW)	leakage, nW	internal, mW
clock network	0.158	0.0724	0.0138	0.0861
logic	0.419	0.151	0.449	0.268
registers	0.271	0.0431	0.0691	0.228
-- cells in the mapped netlist, types with 3 or more instances --
library cell  instances  area (sq um)
a21oi_1               8          40.0
a31oi_1               4          25.0
and3_1                4          25.0
buf_2                 5          25.0
buf_4                 9          67.6
dfxtp_1               8           160
inv_1                 4          15.0
nand2_1               5          18.8
nand2b_1              3          18.8
nor2_1                3          11.3
o211ai_1              3          22.5
o21ai_0               6          30.0
-- timing repair --
| item | 4_1_cts | 5_1_grt |
|---|---|---|
| pin swaps | 5 | 0 |
| hold buffers | 0 | 0 |
| endpoints found under the hold margin | 0 | 0 |
| buffers inserted | 3 | 6 |
| endpoints found under the setup margin | 17 | 13 |
| resized | 21 | 11 |
Power figures rest on the tool's default switching activity, not on a simulated workload.
